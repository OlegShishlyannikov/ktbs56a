### /design/flow/run.sh
#!/bin/bash
# OpenROAD 26Q1-2900-gdf79404cd8, Yosys 0.63+post, stock flow scripts
make -C /OpenROAD-flow-scripts/flow DESIGN_CONFIG=/design/flow/config.mk WORK_HOME=/design/flow/orfs finish
### /design/flow/config.mk
export PLATFORM = sky130hd
export DESIGN_NAME = spi_master
export DESIGN_NICKNAME = spi_master
export VERILOG_FILES = /design/flow/design.v
export SDC_FILE = /design/flow/constraint.sdc
export NUM_CORES = 4
export LEC_CHECK = 1
export CORE_AREA = 10 10 112 112
export DIE_AREA = 0 0 122 122
### /design/flow/constraint.sdc
current_design spi_master

set clk_period 1.7
set clk_io_pct 0.2

create_clock -name clk0 -period $clk_period [get_ports {clk}]

set non_clock_inputs [all_inputs -no_clocks]
set_input_delay [expr $clk_period * $clk_io_pct] -clock clk0 $non_clock_inputs
set_output_delay [expr $clk_period * $clk_io_pct] -clock clk0 [all_outputs]
### /design/flow/design.v
module spi_master(rstb,clk,mlb,start,tdat,cdiv,din, ss,sck,dout,done,rdata);
    input rstb,clk,mlb,start;
    input [7:0] tdat;   
    input [1:0] cdiv;   
	input din;
	output reg ss; 
	output reg sck; 
	output reg dout; 
    output reg done;
	output reg [7:0] rdata;  
parameter idle=2'b00;		
parameter send=2'b10; 
parameter finish=2'b11; 
reg [1:0] cur,nxt;
	reg [7:0] treg,rreg;
	reg [3:0] nbit;
	reg [4:0] mid,cnt;
	reg shift,clr;
always @(start or cur or nbit or cdiv or rreg) begin
		 nxt=cur;
		 clr=0;  
		 shift=0; 
		 case(cur)
			idle:begin
				if(start==1)
		               begin 
							 case (cdiv)
								2'b00: mid=2;
								2'b01: mid=4;
								2'b10: mid=8;
								2'b11: mid=16;
 							 endcase
						shift=1;
						done=1'b0;
						nxt=send;	 
						end
		        end  
			send:begin
				ss=0;
				if(nbit!=8)
					begin shift=1; end
				else begin
						rdata=rreg;done=1'b1;
						nxt=finish;
					end
				end 
			finish:begin
					shift=0;
					ss=1;
					clr=1;
					nxt=idle;
				 end
			default: nxt=finish;
      endcase
    end 
always@(negedge clk or negedge rstb) begin
 if(rstb==0) 
   cur<=finish;
 else 
   cur<=nxt;
 end
always@(negedge clk or posedge clr) begin
  if(clr==1) 
		begin cnt=0; sck=1; end
  else begin
	if(shift==1) begin
		cnt=cnt+1; 
	  if(cnt==mid) begin
	  	sck=~sck;
		cnt=0;
		end  
	end  
 end  
end  
always@(posedge sck or posedge clr ) begin  
 if(clr==1)  begin
			nbit=0;  rreg=8'hFF;  end
    else begin 
		  if(mlb==0)  
			begin  rreg={din,rreg[7:1]};  end 
		  else   
			begin  rreg={rreg[6:0],din};  end
		  nbit=nbit+1;
 end  
end  
always@(negedge sck or posedge clr) begin
 if(clr==1) begin
	  treg=8'hFF;  dout=1;  
  end  
 else begin
		if(nbit==0) begin  
			treg=tdat; dout=mlb?treg[7]:treg[0];
		end  
		else begin
			if(mlb==0)  
				begin treg={1'b1,treg[7:1]}; dout=treg[0]; end
			else 
				begin treg={treg[6:0],1'b1}; dout=treg[7]; end
		end
 end  
end  
endmodule
==> summary.txt <==
fresh numbers from the pnr run: total number of yosys warnings=1, maximum number of pins on one net before global-route repair=28, CP endpoint kind=output port, first-pass GRT wire length=5050 µm, clk latency of the worst-skew pair=a little over 0.3 ns, average footprint of a synthesized cell=12.2 µm², yosys cell count=between 100 and 150, post-route ant nets=0, Final setup viols=7, power consumption=1900 µW, count of flip-flops with a built-in enable after synthesis=0, Buffers & Inverters on Critical Path=1, share of post-route cells with drive strength above 1=roughly a third, global placer's final weighted congestion=a little under 0.8, antenna violations before repair=0, worst-path fanout max=2, endpoint of the worst-slack reg-to-reg timing path=cnt[3], startpoint types=register, TritonCTS Buffers=3, Total Negative Setup Slacks=-1.10 ns, area figure in the yosys stat output=roughly 1600 µm², failing checks=setup timing, Max-slew headroom=~46%, initial cell density of the core=between 10% and 20%, area of the die=about 15000 µm², required time of the critical path=roughly 1.4 ns, Leakage Power=0.000898 µW, chain of cells forming the critical path=buf_2, Via Count=986, number of standard-cell rows in the floorplan=37, buffers added on ports=26, smallest setup slack after layout=-0.419 ns, cells after synthesis=between 100 and 150, top-level I/O count=27, post-detailed-routing wire length=~3000 µm, Pwr per Cell Area=between 800 and 900 nW/µm², Die X-Extent=122 µm, FFs w/ async S/R, synth=about two thirds, Commonest flop=dfstp_2, library cell contributing the largest single delay on the critical path=dfstp_2, count of state elements after synthesis=roughly 44, max capacitance violation total=0, vias per cell=between 3 and 4, H-tree levels=1, buffer type at the clock tree root=clkbuf_8, number of buffers on the longest clock path=2, register-to-register setup slack=~0.040 ns, cell count of the worst reg-to-reg path=6, total global routing track utilization=about 4%, drt initial violations=39, number of register pins that no clock reaches=35, remaining routing DRC violations=0, number of global-route vias before repair=1009, pre-CTS setup slack=-0.876 ns, Core Box Area=between 10000 and 15000 µm², number of unconstrained endpoints=46, RSZ-0062 raised after global routing=yes, slew at the pin with the worst max-slew slack=~0.8 ns, Hold Fails Final Rpt=0, Synth cell types=29, Worst Path Arrival=~1.8 ns, Reg-to-Reg Start=cnt[0], Max IR drop VDD=between 300 and 400 µV, Max stage delay on crit path=~0.53 ns, area delta synth->final=35.3%, ANT cells=0, DRT Pass-1 Iters=4, die height=122 µm, status=finished, violations left, Reg clk slew, reported paths=0.05 ns, setup skew after layout=between 0.06 and 0.07 ns, worst setup path category=reg2out, total congestion overflow after global routing=0, HPWL after DPL=2410 µm, Final Max Slew Viols=0, number of logged tool warnings=31, wire per inst=~10 µm, post-synth design cell area=1640 µm², family of cells with the greatest summed delay on the critical path=flip-flops, class of the tightest hold or removal check=reg2async, CTS tree=done
[layout make-up]
cell class	instances	area, µm²
Tap cell	136	170
Timing Repair Buffer	35	335
Sequential cell	44	985
Fill cell	1066	8020
Inverter	7	26.3
Clock buffer	4	45.0
Multi-Input combinational cell	78	643
Clock inverter	2	7.51
[through the flow]
| stage | utilization [%] | hold slack [ns] | area, µm² | std cells |
|---|---|---|---|---|
| finish | 21.6 | 0.323 | 2210 | 306 |
| global route | 21.6 | 0.399 | 2210 | 306 |
| CTS | 21.3 | 0.336 | 2180 | 305 |
| detailed placement | 20.5 | 0.265 | 2100 | 298 |
| global placement | 20.5 | 0.258 | 2100 | 298 |
| floorplan | - | 0.295 | 1650 | 134 |
[synth_stat cells (4+ instances only)]
cell type / instances / area share [%]
nor2_1: 9 / 2.1
nor2b_1: 4 / 1.5
dfstp_2: 19 / 31
nand2_1: 10 / 2.3
nand3_1: 5 / 1.5
o21ai_0: 6 / 1.8
xnor2_1: 11 / 5.9
dfrtp_1: 4 / 6.1
inv_1: 7 / 1.6
dfrtn_1: 7 / 11
dlxtn_1: 14 / 13
mux2i_1: 7 / 4.3
mux2_2: 8 / 5.5
[where the power goes]
part	switching, µW	total (µW)	leakage [µW]	internal (µW)
Sequential	158	904	0.000425	747
Clock	93.8	263	0.0000334	170
Combinational	315	735	0.000439	419
Total	567	1900	0.000898	1340
[registers in the layout, summed over array words and instances (netlist names)]
signal  cells
sck         1
dout        1
cur         3
nbit        4
rreg        8
treg        8
ss          1
rdata       8
mid         4
cnt         5
done        1
[placed cells by master, fill, tap and decap left out, types with 6 or more instances in the layout]
| master | instances |
|---|---|
| buf_4 | 7 |
| nand2_1 | 8 |
| mux2_2 | 8 |
| xnor2_1 | 9 |
| o21ai_0 | 6 |
| nor2_1 | 6 |
| mux2i_1 | 7 |
| inv_1 | 8 |
| dlxtn_1 | 14 |
| dfstp_2 | 19 |
| dfrtn_1 | 7 |
| clkdlybuf4s50_1 | 24 |
[worst max path at each step]
| stage | start | end | slack (ns) | cells after the start |
|---|---|---|---|---|
| 5_1_grt | sck | sck | -0.46 | 1 |
| 4_1_cts | sck | sck | -0.43 | 1 |
| 6_report | sck | sck | -0.42 | 1 |
[kinds of logic after synthesis]
family	count (synthesis)	synth area share [%]
AND/OR/NAND/NOR	35	11.3
flip-flops	30	47.4
multiplexers	16	11.2
XOR/XNOR	14	7.50
latches	14	12.9
buffers and inverters	12	3.44
AND-OR/OR-AND	10	4.06
adder cells (fa/ha/maj)	3	2.30
[routing by layer]
layer | part of all wire (%) | global-route usage, % | vias up
li1 | - | - | 507
met3 | 7.4 | 1.27 | 2
met1 | 53 | 6.44 | 453
met5 | 0 | 0 | -
met2 | 39 | 5.59 | 24
met4 | 0.42 | 0.373 | 0
[timing repair]
| action | CTS | global route |
|---|---|---|
| setup endpoints to repair | 9 | 7 |
| pin swaps | 4 | 7 |
| resized | 13 | 6 |
| buffers inserted | 3 | 2 |
| gates cloned | 0 | 0 |
| hold buffers | 0 | 0 |
Power figures rest on the tool's default switching activity, not on a simulated workload.
